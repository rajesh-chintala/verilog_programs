<file path="design.v">
`timescale 1ns / 1ps
module PIPO (
    output reg [15:0] dout,
    input  [15:0] din,
    input  ld, clr, clk
);
always @(posedge clk) begin
    if (clr)
        dout <= 16'b0;
    else if (ld)
        dout <= din;
end
endmodule
module compare (
  input  [15:0] in1, in2,
    output reg lt, gt, eq
);
always @(*) begin
    if (in1 > in2) begin
        gt = 1'b1; lt = 1'b0; eq = 1'b0;
    end
    else if (in1 < in2) begin
        gt = 1'b0; lt = 1'b1; eq = 1'b0;
    end
    else begin
        gt = 1'b0; lt = 1'b0; eq = 1'b1;
    end
end
endmodule
module mux (
  input  [15:0] in1, in2,
    input  sel,
    output [15:0] out
);
assign out = sel ? in2 : in1;
endmodule
module sub (
    input  [15:0] in1, in2,
    output [15:0] out
);
assign out = in1 - in2;
endmodule
module cntrup (
    output reg [15:0] dout,
    input  [15:0] din,
    input  ldc,  clk,  inc
);
always @( posedge clk) begin
    if (ldc)
        dout <= din;
    else if (inc)
        dout <= dout + 1;
end
endmodule
module division (
    input  ldp, ldb, lda, ldc, inc, sel, clk, 
    input  [15:0] data_in,
    output lt, gt, eq,
    output [15:0] mux_out, cout
);
wire [15:0] dividend, divisor, acc, sub_out, bus;
assign bus = data_in;
PIPO reg_divisor (divisor, bus, ldb, 1'b0, clk);
PIPO reg_dividend(dividend, bus, ldp, 1'b0, clk);
mux multipler(dividend, sub_out, sel, mux_out);
PIPO reg_acc     (acc, mux_out, lda, 1'b0, clk);
compare cmp (acc, divisor, lt, gt, eq);
sub s1 (acc, divisor, sub_out);
cntrup quotient (cout, 16'b0, ldc, clk, inc);
endmodule
module controlpathD1 (
    input  lt,  gt,  eq,  start,  clk, 
    output reg  ldp, ldb,  lda, ldc, inc, sel, done
);
reg [2:0] state;
parameter s0 = 3'd0,
          s1 = 3'd1,
          s2 = 3'd2,
          s3 = 3'd3,
          s4 = 3'd4,
          s5 = 3'd5,
          s6 = 3'd6;
always @(posedge clk) begin
    case (state)
        s0: if (start) state <= s1;
        s1: state <= s2;
        s2: state <= s3;
        s3: state <= (~lt)? s4: s6;
        s4: state <= s5;
        s5: state <= s3;
        s6: state <= s6;
        default: state <= s0;
    endcase
end
always @(*) begin
    {ldb, lda, ldp, ldc, inc, sel, done} = 7'b0;
    case (state)
        s0: ldc = 1;
        s1: ldp = 1;
        s2: begin ldb = 1; lda = 1; end
        s4: begin lda = 1; sel =1; inc = 1; end
        s6: begin done = 1; end
    endcase
end
endmodule
</file>
<file path="constraint.sdc">
current_design division

set clk_period 6.5
set clk_io_pct 0.2

create_clock -name clk0 -period $clk_period [get_ports {clk}]

set non_clock_inputs [all_inputs -no_clocks]
set_input_delay [expr $clk_period * $clk_io_pct] -clock clk0 $non_clock_inputs
set_output_delay [expr $clk_period * $clk_io_pct] -clock clk0 [all_outputs]
</file>
<file path="config.mk">
export PLATFORM = sky130hd
export DESIGN_NAME = division
export DESIGN_NICKNAME = division
export VERILOG_FILES = /design/flow/design.v
export SDC_FILE = /design/flow/constraint.sdc
export NUM_CORES = 4
export LEC_CHECK = 1
export CORE_UTILIZATION = 50
</file>
<file path="run.sh">
#!/bin/bash
# OpenROAD 26Q1-2900-gdf79404cd8, Yosys 0.63+post, stock flow scripts
make -C /OpenROAD-flow-scripts/flow DESIGN_CONFIG=/design/flow/config.mk WORK_HOME=/design/flow/orfs finish
</file>
==> impl_metrics.toml <==
# implementation run metrics
[power_and_ir_drop]
powerDensity_nw_per_um2 = 290
peakVddDrop_uv = 179
post-layout-total-power_uw = 1180
power.static_leakage_uw = 0.00156

[clock_network]
htree_num_levels = 3
total_clock_buffers_created_by_cts = 9
post_cts_buffers = 0
tritoncts = "yes"
tritoncts_num_sinks = 64
cts.reportedPaths.clkPinSlew_ps = 70
hold_buffers = 0
ctsRootBufferMaster = "sky130_fd_sc_hd__clkbuf_8"
clock_insertion_delay_worst_skew_ps = 340
cts_repair_resize_count = 0
clock_tree.buffer_depth = 2

[setup_path]
worst_path_most_repeated_cell = "sky130_fd_sc_hd__clkdlybuf4s50_1"
timing.setup.critical_path_class = "in -> out"
critical_path_required_ps = 5200
timing.critical_path.slowest_cell_delay_ps = 790
r2r_setup_slack_ps = 4200
critical_path_arrival_ps = 3660
critical-path-slowest-cell = "sky130_fd_sc_hd__clkdlybuf4s50_1"
critical_path.startpoint_type = "input pin"
crit_fanout = 24
timing.critical_path.to_type = "output port"
path_cells = "clkdlybuf4s50_1, inv_1, o311ai_0, clkdlybuf4s50_1"

[synthesis]
yosys_most_used_dff = "sky130_fd_sc_hd__edfxtp_1"
yosys-stat-cells = 289
edff_count_synth = 48
synth.cells.most_frequent = "sky130_fd_sc_hd__edfxtp_1 (48), sky130_fd_sc_hd__nand2_1 (28), sky130_fd_sc_hd__nor2_1 (27)"
synth_top_cell_by_count = "sky130_fd_sc_hd__edfxtp_1"
post_synth_top_area_cell = "sky130_fd_sc_hd__edfxtp_1"
yosysSeqAreaShare_pct = 55.4
yosys.stat.chipArea_sq_um = 3180
synth-async-reset-ratio_pct = 0
yosys_warnings = 3
yosys.cell_types.count = 43
avgSynthCellArea_sq_um = 11.0
synth_area_sq_um = 3180
yosys_register_bits = 64
top_cell_area_share_pct = 45.3
synth_instances = 289
ys_top_cells_by_area = "sky130_fd_sc_hd__edfxtp_1 (45%), sky130_fd_sc_hd__dfxtp_1 (10%), sky130_fd_sc_hd__ha_1 (6.7%)"

[status]
status = "finished clean"

[die]
floorplan.io_pins = 58
std_cell_rows = 28
die_width_um = 81.8
core-area_sq_um = 6030
dieArea_sq_um = 6680
die_h_um = 81.8
fp_util_pct = 52.8

[routing]
dr_wl_cell_um = 14.6
drtAntennaViolNets = 0
via_count = 2295
detail_route.vias_per_cell = 5.35
drc_errors = 0
total_wire_length_um = 6260
drt_first_iter_violations = 101
drtPass1Iterations = 4
antenna_cells = 0

[global_routing]
first_pass_grt_wire_length_um = 9970
groute.usage.overall_pct = 20.8
globalRoute.totalOverflow = 0
vias_in_the_first_global_route = 2136
grt_max_degree = 25
antenna_found_initial = 0

[final_timing]
finalWorstSetupSlack_ps = 1540
min_period_ps = 4960
max_slew_margin_pct = 42.8
finalHoldViolations = 0
min_period_over_period_pct = 76.3
clock_skew_ps = 12.7
final.hold.worst_slack_ps = 495
grt_setup_unrepaired = "false"
report.final.slew_viol_count = 0
final.setup.tns_ps = 0
worst_pin_slew_ps = 855
final-setup-viol-count = 0
clock.fmax_mhz = 202

[finish]
logic_area_sq_um = 1310
area_growth_syn_to_layout_pct = 27.4
layout.filler_cells = 464
post_route_cells_drive_above_1_share_pct = 7.34
final-seq-area_sq_um = 1760

[place]
worst_setup_slack_post_dpl_ps = 1530
dp_hpwl_um = 4300
port_buffers = 57
gpl.final_weighted_congestion = 0.838

[run]
cap_viol_max_count = 0
stage_log_warnings = 26

[worst_hold_path]
kind_of_path_behind_the_tightest_hold_check = "reg -> reg"
worst max-delay path, delay by kind of cell:
family | cells | cell delay [ps]
buffers and inverters | 3 | 1820
AND-OR/OR-AND | 1 | 530
registers in the layout (all words and copies together), names as in the netlist:
name,cells
quotient.dout,16
reg_acc.dout,16
reg_dividend.dout,16
reg_divisor.dout,16
cells by family (layout without fill, tap and decap cells):
family / Yosys count / in the layout / share of synthesized area (%)
AND-OR/OR-AND: 65 / 65 / 13.6
XOR/XNOR: 18 / 18 / 4.96
adder cells (fa/ha/maj): 18 / 18 / 7.32
buffers and inverters: 29 / 94 / 3.58
flip-flops: 64 / 64 / 55.4
multiplexers: 7 / 7 / 2.48
AND/OR/NAND/NOR: 88 / 88 / 12.7
power breakdown:
group / switching, uW / leakage [uW] / internal [uW]
sequential: 10.4 / 0.000600 / 480
combinational: 136 / 0.000840 / 143
clock: 152 / 0.000118 / 254
total: 299 / 0.00156 / 877
cells in the final DEF (no fill, tap or decap), types with 3 or more instances in the layout:
cell type / count
sky130_fd_sc_hd__bufinv_16: 3
sky130_fd_sc_hd__o21a_1: 5
sky130_fd_sc_hd__xor2_1: 13
sky130_fd_sc_hd__clkbuf_8: 9
sky130_fd_sc_hd__o21ai_0: 15
sky130_fd_sc_hd__nor2_1: 27
sky130_fd_sc_hd__clkdlybuf4s50_1: 57
sky130_fd_sc_hd__or3_1: 4
sky130_fd_sc_hd__nand3_1: 7
sky130_fd_sc_hd__inv_1: 19
sky130_fd_sc_hd__nand4_1: 8
sky130_fd_sc_hd__nor3_1: 3
sky130_fd_sc_hd__xnor2_1: 5
sky130_fd_sc_hd__dfxtp_1: 16
sky130_fd_sc_hd__nand2_1: 28
sky130_fd_sc_hd__mux2i_1: 3
sky130_fd_sc_hd__and3_1: 3
sky130_fd_sc_hd__a21o_1: 6
sky130_fd_sc_hd__mux2_2: 3
sky130_fd_sc_hd__nand2b_1: 3
sky130_fd_sc_hd__o31ai_1: 4
sky130_fd_sc_hd__edfxtp_1: 48
sky130_fd_sc_hd__a21oi_1: 20
sky130_fd_sc_hd__ha_1: 17
per-layer routing:
layer | vias up | wire length [um] | part of all wire, % | track usage [%]
li1 | 1175 | - | - | -
met1 | 1049 | 2940 | 47 | 33.6
met2 | 67 | 2870 | 46 | 30.5
met3 | 4 | 409 | 6.5 | 5.41
met5 | - | 0 | 0 | 0
met4 | 0 | 38 | 0.61 | 4.21
worst paths after layout:
| kind | from | endpoint | cells after the start |
|---|---|---|---|
| setup reg to reg | reg_acc.dout[0] | reg_acc.dout[12] | 9 |
| setup / recovery | sel | mux_out[13] | 4 |
| hold / removal | quotient.dout[15] | quotient.dout[15] | 2 |
| hold reg to reg | quotient.dout[15] | quotient.dout[15] | 2 |
layout make-up:
type	count	share of cell area [%]
Inverter	19	1.76
Sequential cell	64	43.5
Timing Repair Buffer	59	14.4
Tap cell	75	2.32
Clock buffer	10	3.15
Multi-Input combinational cell	196	32.2
Clock inverter	6	2.66
metrics by stage:
step,cells,util [%],cell area (sq um)
after floorplan,289,-,3180
after global placement,413,63.4,3820
after detailed placement,413,63.4,3820
after CTS,429,67.3,4050
after global routing,429,67.3,4050
final,429,67.3,4050
No activity file was given, so power comes from the tool's default toggle rates.
