--- design/flow/design.v ---
`timescale 1ns / 1ps
module upcount (Clear, Clock, Q);
    input        Clear, Clock;
    output reg [1:0] Q;
    always @(posedge Clock)
        if (Clear)
            Q <= 2'b00;
        else
            Q <= Q + 1'b1;
endmodule
module regn (R, L, Clock, Q);
    parameter n = 8;
    input  [n-1:0] R;
    input          L, Clock;
    output reg [n-1:0] Q;
    always @(posedge Clock)
        if (L)
            Q <= R;
endmodule
module trin (Y, E, F);
    parameter n = 8;
    input  [n-1:0] Y;
    input          E;
    output wire [n-1:0] F;
    assign F = E ? Y : 'bz;
endmodule
module dec2to4 (W, En, Y);
    input  [1:0] W;
    input        En;
    output reg [0:3] Y;
    always @(W, En)
        case ({En, W})
            3'b100: Y = 4'b1000;
            3'b101: Y = 4'b0100;
            3'b110: Y = 4'b0010;
            3'b111: Y = 4'b0001;
            default: Y = 4'b0000;
        endcase
endmodule
module proc (Data, Reset, w, Clock, F, Rx, Ry, Done, BusWires);
    input  [7:0] Data;
    input        Reset, w, Clock;
    input  [1:0] F, Rx, Ry;
    output wire [7:0] BusWires;
    output       Done;
    reg  [0:3] Rin, Rout;
    reg  [7:0] Sum;
    wire Clear, AddSub, Extern, Ain, Gin, Gout, FRin;
    wire [1:0] Count;
    wire [0:3] T, I, Xreg, Y;
    wire [7:0] R0, R1, R2, R3, A, G;
    wire [1:6] Func, FuncReg;
    integer k;
    upcount counter (Clear, Clock, Count);
    dec2to4 decT (Count, 1'b1, T);
    assign Clear = Reset | Done | (~w & T[0]);
    assign Func  = {F, Rx, Ry};
    assign FRin  = w & T[0];
    regn functionreg (Func, FRin, Clock, FuncReg);
        defparam functionreg.n = 6;
    dec2to4 decI (FuncReg[1:2], 1'b1, I);
    dec2to4 decX (FuncReg[3:4], 1'b1, Xreg);
    dec2to4 decY (FuncReg[5:6], 1'b1, Y);
    assign Extern = I[0] & T[1];
    assign Done   = ((I[0] | I[1]) & T[1]) | ((I[2] | I[3]) & T[3]);
    assign Ain    = (I[2] | I[3]) & T[1];
    assign Gin    = (I[2] | I[3]) & T[2];
    assign Gout   = (I[2] | I[3]) & T[3];
    assign AddSub = I[3];
    always @(I, T, Xreg, Y)
        for (k = 0; k < 4; k = k + 1)
        begin
            Rin[k]  = ((I[0] | I[1]) & T[1] & Xreg[k]) |
                      ((I[2] | I[3]) & T[3] & Xreg[k]);
            Rout[k] = (I[1] & T[1] & Y[k]) |
                      ((I[2] | I[3]) & ((T[1] & Xreg[k]) |
                                        (T[2] & Y[k])));
        end
    trin tri_ext (Data, Extern, BusWires);
    regn reg_0 (BusWires, Rin[0], Clock, R0);
    regn reg_1 (BusWires, Rin[1], Clock, R1);
    regn reg_2 (BusWires, Rin[2], Clock, R2);
    regn reg_3 (BusWires, Rin[3], Clock, R3);
    trin tri_0 (R0, Rout[0], BusWires);
    trin tri_1 (R1, Rout[1], BusWires);
    trin tri_2 (R2, Rout[2], BusWires);
    trin tri_3 (R3, Rout[3], BusWires);
    regn reg_A (BusWires, Ain, Clock, A);
    always @(AddSub, A, BusWires)
        if (!AddSub)
            Sum = A + BusWires;
        else
            Sum = A - BusWires;
    regn reg_G (Sum, Gin, Clock, G);
    trin tri_G (G, Gout, BusWires);
endmodule
--- design/flow/run.sh ---
#!/bin/bash
# OpenROAD 26Q1-2900-gdf79404cd8, Yosys 0.63+post, stock flow scripts
make -C /OpenROAD-flow-scripts/flow DESIGN_CONFIG=/design/flow/config.mk WORK_HOME=/design/flow/orfs finish
--- design/flow/config.mk ---
export PLATFORM = sky130hd
export DESIGN_NAME = proc
export DESIGN_NICKNAME = proc
export VERILOG_FILES = /design/flow/design.v
export SDC_FILE = /design/flow/constraint.sdc
export NUM_CORES = 4
export LEC_CHECK = 1
export CORE_AREA = 10 10 70 70
export DIE_AREA = 0 0 80 80
--- design/flow/constraint.sdc ---
current_design proc

set clk_period 1.4
set clk_io_pct 0.2

create_clock -name clk0 -period $clk_period [get_ports {Clock}]

set non_clock_inputs [all_inputs -no_clocks]
set_input_delay [expr $clk_period * $clk_io_pct] -clock clk0 $non_clock_inputs
set_output_delay [expr $clk_period * $clk_io_pct] -clock clk0 [all_outputs]
==> results.tsv <==
metric	value	unit
count of synthesis-stage warnings from yosys	6	
Exit stage	synthesis	
number of enable-type register cells in the synthesized netlist	1	
share of synthesized area occupied by flip-flops and latches	0.243	
synth unique cells	11	
Synth area leaders	sky130_fd_sc_hd__buf_4, sky130_fd_sc_hd__dfxtp_1, sky130_fd_sc_hd__ha_1	
most popular library cell in the synthesized design by count	sky130_fd_sc_hd__buf_4	
Synth top area share	0.417	
run status	stopped before the end	
Seq cells post-synth	3	
synthesized chip area reported by yosys	288	µm²
cell count listed in synth_stat.txt	30	
most common library cells after synthesis	sky130_fd_sc_hd__buf_4, sky130_fd_sc_hd__ha_1, sky130_fd_sc_hd__dfxtp_1, sky130_fd_sc_hd__inv_1	
run-stopping error	ERROR: Found 8 problems in 'check -assert'.	
dominant synthesized flop cell	sky130_fd_sc_hd__dfxtp_1	
share of flip-flops with an asynchronous set or reset	0	
biggest area consumer among synthesized cells	sky130_fd_sc_hd__buf_4	
-- kinds of logic after synthesis --
logic type               Yosys count  synth area share
adder cells (fa/ha/maj)            3             0.130
buffers and inverters             18             0.444
flip-flops                         3             0.243
multiplexers                       1            0.0522
other                              1            0.0130
AND/OR/NAND/NOR                    4             0.117
