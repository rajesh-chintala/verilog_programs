File: /design/flow/run.sh
#!/bin/bash
# OpenROAD 26Q1-2900-gdf79404cd8, Yosys 0.63+post, stock flow scripts
make -C /OpenROAD-flow-scripts/flow DESIGN_CONFIG=/design/flow/config.mk WORK_HOME=/design/flow/orfs finish
File: /design/flow/config.mk
export PLATFORM = sky130hd
export DESIGN_NAME = stage
export DESIGN_NICKNAME = stage
export VERILOG_FILES = /design/flow/design.v
export SDC_FILE = /design/flow/constraint.sdc
export NUM_CORES = 4
export LEC_CHECK = 1
export CORE_UTILIZATION = 50
File: /design/flow/constraint.sdc
current_design stage

set clk_period 1.0
set clk_io_pct 0.2

create_clock -name clk0 -period $clk_period [get_ports {clk}]

set non_clock_inputs [all_inputs -no_clocks]
set_input_delay [expr $clk_period * $clk_io_pct] -clock clk0 $non_clock_inputs
set_output_delay [expr $clk_period * $clk_io_pct] -clock clk0 [all_outputs]
File: /design/flow/design.v
`timescale 1ns / 1ps
module stage(
input clk,reset,
input wire [3:0] i,
input wire signed [19:0]a,x,y,z,t, 
input sign,    
output reg  signed [19:0]xn,yn,zn,tn,
output reg sign_out
);
wire dn;
assign dn = (y<t) ? 1'b1 : 1'b0;
always@(posedge clk or negedge reset) begin
if(!reset) begin
xn <= 0;
yn <= 0;
zn <= 0;
tn <= 0;
sign_out <= 0;
end else begin
xn <= (dn) ? (x -( y>>i)) : (x +( y>>i));
yn <= (dn) ? (y + (x>>i)) : (y - (x>>i));
zn <= (dn) ? (z + a) : (z - a) ;
tn <= t + (t>>(i*2 + 1));
sign_out <= sign;
end
end
endmodule
==> out/qor.yml <==
num_rows: 50
post-route-period-util: 4.90
slowest_delay_ns: 1.09
dpl.hpwl_um: 27300
ff_type: "dfrtp_1"
hp-start: "sign"
grt_max_degree: 37
core_area_um2: 19000
async_reset_ff_frac: 1.00
drive_above_1_share: 0.564
cts_buffers: 9
areaGrowthSynthToFinish_pct: 83.4
crit_family: "simple AND/OR/NAND/NOR gates"
gr-total-overflow: 0
warnings: 29
power_frac_comb: 0.690
dr.pass1.iters: 14
cts_buffer_depth: 2
root_buffer: "clkbuf_16"
fin_hold_ws_ns: 0.273
synthCells: 1151
p_seq_frac: 0.185
swShare: 0.436
p_per_area_nw_per_um2: 1630
intPower_mw: 16.6
rsz0062_at_grt: "yes"
wl_per_cell_um: 27.5
min_period_ns: 4.90
cp.required_ns: 1.25
critical_path_class: "in2reg"
top_cell_area_share: 0.206
synthTopCellsByArea: "dfrtp_1, ha_1, xnor2_1, mux4_2, a21oi_1"
cpMaxStageDelayCell: "nor3_1"
min_to: "sign_out$_DFF_PN0_"
setup_viol: 227
ys_warn_count: 1
final-hold-violation-count: 0
netSwitchingPower_mw: 12.8
gp_congestion: 0.986
synth_seq_share: 0.206
path_clk_slew_ns: 0.08
drc: 0
slew_headroom: 0.116
dr_total_vias: 14200
die_w_um: 142
outcome: "complete, but fails checks"
cp_cell_sequence: "buf_16 -> buf_12 -> buf_6 -> clkinvlp_4 -> buf_6 -> mux2i_4 -> mux4_2 -> and3_4 -> and2b_2 -> buf_12 -> buf_4 -> buf_4 -> a21oi_1 -> xnor2_1 -> ha_1 -> nor3_1 -> nor2_1 -> a31oi_1 -> o21bai_1 -> xor2_1"
worstMarginPinSlew_ns: 1.32
grt_pass1_vias: 12100
cts_max_level: 3
fin_ws_ns: -3.90
chipArea_um2: 20300
avgSynthCellArea_um2: 8.56
antenna_found_initial: 5
synth-edff-count: 0
critical_path_arrival_ns: 5.15
cp.buffers_inverters: 8
p_leak_nw: 8.37
worst_ir_drop_vdd_mv: 1.36
fmaxAchievable_ghz: 0.204
grt_pass1_wl_um: 63600
min_path_type: "in2reg"
grtUsageTotal: 0.415
cp_max_fo: 7
initial_core_util: 0.518
yosys_area_um2: 9850
drt_wl_total_um: 58000
slew_viol_final: 0
pin_count: 188
cts_tree: "done"
die_y_um: 142
cts_sinks: 81
synth_area_um2: 9850
cp-start-kind: "primary input"
synth.distinct_cells: 77
ys_cells: 1151
p_total_mw: 29.4
top_area_cell: "dfrtp_1"
io_buffers: 187
drt_iter0_drc: 1658
routed_via_density: 6.73
drtAntennaViolNets: 0
cp-end-kind: "flop"
min_delay_path_depth: 1
drv_cap: 0
numSynthFlops: 81
clockPowerShare: 0.125
violations: "setup timing"
==> worst max-delay path by stage <==
stage / from / end / slack, ns / cells after the start
CTS: i[1] / yn[18]$_DFF_PN0_ / -2.79 / 19
global route: i[0] / xn[18]$_DFF_PN0_ / -3.78 / 20
finish: i[0] / xn[18]$_DFF_PN0_ / -3.90 / 20
==> through the flow <==
step / TNS, ns / util / worst slack, ns / area [um2] / std cells
global placement: -223.84 / 0.815 / -3.54 / 15500 / 1992
CTS: -190.03 / 0.888 / -2.79 / 16900 / 2053
finish: -203.06 / 0.950 / -3.90 / 18100 / 2108
global route: -212.72 / 0.950 / -3.78 / 18100 / 2105
detailed placement: -226.80 / 0.815 / -3.54 / 15500 / 1992
floorplan: -165.16 / - / -3.00 / 10300 / 1151
==> synthesized netlist by cell type (all sizes together), types with 4 or more instances <==
cell     instances
a211oi          23
a21o            26
a21oi           99
a22o             5
a2bb2oi          4
a31o             5
a31oi           16
and2            14
and3             8
buf             20
clkbuf          27
dfrtp           81
fa               4
ha              98
inv             56
mux2            16
mux2i           26
mux4            36
nand2           79
nand2b          12
nand3           24
nand4            7
nor2           106
nor2b           11
nor3            28
nor4             5
o211ai          11
o21a            17
o21ai           70
o21bai           7
o22ai            5
o31a             7
o31ai           12
o41ai            4
or2             11
or3              6
or4              4
xnor2           85
xor2            31
==> layout make-up <==
class / count / area, um2
fillers: 501 / 951
flip-flops and latches: 81 / 2030
clock inverters: 7 / 81.3
inverters: 56 / 235
well taps: 260 / 325
clock buffers: 9 / 225
diodes: 5 / 12.5
repair buffers: 723 / 5910
multi-input cells: 967 / 9250
==> power by group through the flow <==
| stage | logic (mW) | clock network [mW] | registers (mW) |
|---|---|---|---|
| finish | 20.3 | 3.68 | 5.43 |
| global route | 20.9 | 3.81 | 5.47 |
| CTS | 16.0 | 3.65 | 4.96 |
==> flip-flops by register name (all words and copies together) (netlist names) <==
name      cells
zn           20
tn           20
yn           20
xn           20
sign_out      1
==> kinds of logic (layout without fill, tap and decap cells) <==
logic type	after synthesis	in the layout	share of synthesized area
buf+inv	103	795	0.0445
fa+ha+maj	102	102	0.133
compound gates	352	352	0.235
mux	78	78	0.129
flops	81	81	0.206
other cells	0	5	0
xor+xnor	116	116	0.103
simple gates	319	319	0.151
==> cell usage in the layout (no fill, tap or decap), types with 12 or more instances in the layout <==
cell             netlist  routed
clkbuf_2               0      59
xor2_1                31      25
inv_1                 56      33
nor2_1               105      76
ha_1                  98      65
a21oi_1               99      49
xnor2_1               85      65
o21ai_1                0      12
a21oi_2                0      38
a21oi_4                0      12
ha_4                   0      23
a21o_1                26      26
mux2i_1               26      22
nand2_1               79      61
clkdlybuf4s50_1        0      41
mux4_2                32      34
xnor2_2                0      20
and2_1                14      12
buf_12                 0      16
buf_6                  3      76
buf_4                  1     439
o21ai_0               70      39
dfrtp_1               81      81
nand3_1               24      17
o21a_1                17      16
nor2_2                 1      20
buf_2                 11      59
inv_2                  0      18
nor3_1                27      23
==> routing by layer <==
| layer | track usage | vias to the layer above | share of wire |
|---|---|---|---|
| li1 | - | 5661 | - |
| met1 | 0.589 | 6642 | 0.36 |
| met5 | 0 | - | 0.0040 |
| met2 | 0.635 | 1418 | 0.38 |
| met4 | 0.111 | 12 | 0.082 |
| met3 | 0.117 | 464 | 0.18 |
==> repair_timing <==
item                                    CTS  global route
endpoints found under the hold margin    81            36
pin swaps                                98           167
gates resized                           484           345
gates cloned                              2             2
hold buffers                              1             1
buffers inserted                         45            73
endpoints found under the setup margin  160           241
Power and IR drop assume default switching activity.
